## design/flow/design.v

```verilog
module ADD_SUB_pre (A,B,SEL,OUT);
input [17:0] A,B;
input SEL ;
output reg [17:0] OUT;
always@(*)begin
    if(SEL==0)
OUT=A+B;
    else 
OUT=A-B;
end
endmodule
module ADD_SUB_post (A,B,CIN,SEL,OUT,CARRY_OUT);
input [47:0] A,B;
input SEL ,CIN;
output reg [47:0] OUT;
output reg CARRY_OUT;
always@(*) begin
    if(SEL==0)
{CARRY_OUT,OUT}=A+B+CIN;
    else 
{CARRY_OUT,OUT}=A-(B+CIN);
end
endmodule
module LOGIC_INPUT(D,clk,CE,Q,rst);
parameter WIDTH=1;
parameter DREG=1;
parameter RSTTYPE="SYNC";
input [WIDTH-1:0] D; 
input clk,rst,CE;
output reg [WIDTH-1:0] Q;
generate
	if(DREG) begin
			if(RSTTYPE == "SYNC") begin
				always @(posedge clk) begin
					if(CE) begin
						if (rst) begin
							Q <= 0;
						end
						else begin
							Q <= D;
						end
					end
				end
			end
			else if (RSTTYPE == "ASYNC") begin
				always @(posedge clk or posedge rst) begin
					if (rst) begin
						Q <= 0;
					end
					else if(CE) begin
						Q <= D;
					end
				end
			end
	end
	else begin
		always @(*) begin
			Q = D;
		end
	end
endgenerate
endmodule
module MUX_B (in0,in1,out);
parameter B_INPUT="DIRECT";
input [17:0]in0,in1;
output [17:0]out;
case(B_INPUT)
"DIRECT" : assign out=in0;
"CASCADE": assign out=in1;
default  : assign out=18'b0;
endcase
endmodule
module MUX_C (in0,in1,out);
parameter CARRYINSEL="OPMODE5";
input in0,in1;
output out;
case(CARRYINSEL)
"OPMODE5": assign out=in0;
"CARRYIN": assign out=in1;
default  : assign out=1'b0;
endcase
endmodule
module TOP_MODULE(A,B,C,D,clk,CARRYIN,OPMODE,BCIN,RSTA,RSTB,RSTM,RSTP,RSTC,RSTD,RSTCARRYIN,RSTOPMODE,
                  CEA,CEB,CEM,CEP,CEC,CED,CECARRYIN,CEOPMODE, PCIN, BCOUT,PCOUT,P,M,CARRYOUT,CARRYOUTF);
parameter A0REG=0,
          A1REG=1,
          B0REG=0,
          B1REG=1,
          CREG=1,
          DREG=1,
          MREG=1,
          PREG=1,
          CARRYINREG=1,
          CARRYOUTREG=1,
          OPMODEREG=1,
          CARRYINSEL="OPMODE5",
          B_INPUT="DIRECT",
          RSTTYPE="SYNC";
input [17:0] A,B,D,BCIN;
input [47:0] C,PCIN;
input [7:0] OPMODE;
input clk,CARRYIN,RSTA,RSTB,RSTM,RSTP,RSTC,RSTD,RSTCARRYIN,
      RSTOPMODE,CEA,CEB,CEM,CEP,CEC,CED,CECARRYIN,CEOPMODE;
output [17:0]BCOUT; 
output [47:0] PCOUT,P;
output [35:0] M;
output CARRYOUT,CARRYOUTF;
wire [17:0] IN1,A1,A2,A3,B1,C1,D1,D2;
wire [47:0] G1,G2,H1,O2,CONC,EXTIN,A4;
wire [7:0]OpBUF;
wire [35:0] E1,F1;
wire IN2,A5,H2,O1,CIN;
assign CIN=A5;
MUX_B #(.B_INPUT(B_INPUT))
       M0 (B,BCIN,IN1);
LOGIC_INPUT #(.WIDTH('d18),.DREG(DREG),.RSTTYPE(RSTTYPE)) 
            M1 (D,clk,CED,A1,RSTD);
LOGIC_INPUT #(.WIDTH('d18),.DREG(B0REG),.RSTTYPE(RSTTYPE)) 
            M2 (IN1,clk,CEB,A2,RSTB);
LOGIC_INPUT #(.WIDTH('d18),.DREG(A0REG),.RSTTYPE(RSTTYPE)) 
            M3 (A,clk,CEA,A3,RSTA);  
LOGIC_INPUT #(.WIDTH('d48),.DREG(CREG),.RSTTYPE(RSTTYPE)) 
            M4 (C,clk,CEC,A4,RSTC);     
LOGIC_INPUT #(.WIDTH('d8),.DREG(OPMODEREG),.RSTTYPE(RSTTYPE))
            M5 (OPMODE,clk,CEOPMODE,OpBUF,RSTOPMODE);
ADD_SUB_pre M12 (A1,A2,OpBUF[6],B1);
MUX #(.INPUT_SIZE('d2),.SEL_SIZE('d1),.IO_WIDTH('d18))
            M13 (A2,B1,18'b0,18'b0,OpBUF[4],C1); 
LOGIC_INPUT #(.WIDTH('d18),.DREG(B1REG),.RSTTYPE(RSTTYPE)) 
            M6 (C1,clk,CEB,D1,RSTB);
LOGIC_INPUT #(.WIDTH('d18),.DREG(A1REG),.RSTTYPE(RSTTYPE)) 
            M7 (A3,clk,CEA,D2,RSTA);
assign E1= D1*D2;     
LOGIC_INPUT #(.WIDTH('d36),.DREG(MREG),.RSTTYPE(RSTTYPE)) 
            M8 (E1,clk,CEM,F1,RSTM);
assign EXTIN={12'b0,F1};
LOGIC_INPUT #(.WIDTH('d1),.DREG(CARRYINREG),.RSTTYPE(RSTTYPE)) 
            M11 (IN2,clk,CECARRYIN,A5,RSTCARRYIN);           
MUX_C #(.CARRYINSEL(CARRYINSEL)) 
            M10 (OpBUF[5],CARRYIN,IN2);
MUX #(.INPUT_SIZE('d4),.SEL_SIZE('d2),.IO_WIDTH('d48))
            M16 (48'b0,EXTIN,O2,CONC,OpBUF[1:0],G1);                      
assign CONC={D[11:0],D2,D1};
MUX #(.INPUT_SIZE('d4),.SEL_SIZE('d2),.IO_WIDTH('d48))
            M17 (48'b0,PCIN,O2,A4,OpBUF[3:2],G2);
ADD_SUB_post M15 (G2,G1,CIN,OpBUF[7],H1,H2);      
LOGIC_INPUT #(.WIDTH('d1),.DREG(CARRYOUTREG),.RSTTYPE(RSTTYPE))
            M18 (H2,clk,CECARRYIN,O1,RSTCARRYIN);
LOGIC_INPUT #(.WIDTH('d48),.DREG(PREG),.RSTTYPE(RSTTYPE))
            M19 (H1,clk,CEP,O2,RSTP);        
assign BCOUT=D1;
assign M=F1;
assign CARRYOUT=O1;
assign CARRYOUTF=O1;
assign PCOUT=O2;
assign P=O2; 
endmodule
module MUX (in0,in1,in2,in3,sel,out);
parameter INPUT_SIZE=4,
          SEL_SIZE=2,
          IO_WIDTH=48;
input      [IO_WIDTH-1:0] in0,in1,in2,in3;
input      [SEL_SIZE-1:0] sel;
output reg [IO_WIDTH-1:0] out;   
generate 
if(INPUT_SIZE==4 && SEL_SIZE==2 && IO_WIDTH==48)
always@(*)begin
case (sel)
    2'b00 :  out = in0;
    2'b01 :  out = in1;
    2'b10 :  out = in2;
    2'b11 :  out = in3;
endcase
end 
else if (INPUT_SIZE==2 && SEL_SIZE==1 && IO_WIDTH==18)
always@(*)begin
case (sel)
    1'b0 :  out = in0;
    1'b1 :  out = in1;
    default : out=in0;
endcase
end
else if (INPUT_SIZE==2 && SEL_SIZE==1 && IO_WIDTH==1)
always@(*)begin
case (sel)
    1'b0 :  out = in0;
    1'b1 :  out = in1;
    default : out=in0;
endcase
end
endgenerate    
endmodule
```

## design/flow/run.sh

```bash
#!/bin/bash
# OpenROAD 26Q1-2900-gdf79404cd8, Yosys 0.63+post, stock flow scripts
make -C /OpenROAD-flow-scripts/flow DESIGN_CONFIG=/design/flow/config.mk WORK_HOME=/design/flow/orfs finish
```

## design/flow/config.mk

```make
export PLATFORM = sky130hd
export DESIGN_NAME = TOP_MODULE
export DESIGN_NICKNAME = TOP_MODULE
export VERILOG_FILES = /design/flow/design.v
export SDC_FILE = /design/flow/constraint.sdc
export NUM_CORES = 4
export LEC_CHECK = 1
export CORE_UTILIZATION = 30
```

## design/flow/constraint.sdc

```tcl
current_design TOP_MODULE

set clk_period 22.1
set clk_io_pct 0.2

create_clock -name clk0 -period $clk_period [get_ports {clk}]

set non_clock_inputs [all_inputs -no_clocks]
set_input_delay [expr $clk_period * $clk_io_pct] -clock clk0 $non_clock_inputs
set_output_delay [expr $clk_period * $clk_io_pct] -clock clk0 [all_outputs]
```

==> summary.txt <==
flow finished, numbers: max-slew violations 0, Vias approximately 22000, # Cells Yosys slightly above 3000, first-pass GRT wire length approximately 140000 um, worst reg2reg endpoint M8.Q[33], setup_tns 0 ns, Final Hold Violation Tally 0, remaining global-route overflow 0, synthesis-to-finish area growth 17.3%, CTS resizes 0, fraction of layout cells with a size suffix above 1 6.96%, hold endpoint M11.Q, Initial DRC Count 1034, maximum vdd drop ~0.23 mV, Yosys chip area between 20000 and 30000 um^2, initial antenna violation count 2, Arr. time, crit path 8.43 ns, maxcap violations 0, average wire per standard cell ~19 um, GRT Util Overall between 15 and 20%, PD cells ~150 nW/um^2, synthesized cell area roughly 28000 um^2, hold_sp M5.Q[5], post-DP HPWL around 71000 um, via/cell ratio 4.89, number of distinct library cells after synthesis 96, crit path DRT between 20 and 25 ns, Lkg Pwr 14.6 nW, diodes inserted 0, final instance area roughly 33000 um^2, worst reg2reg setup slack 14.90 ns, logic area ~19000 um^2, Crit. End Element flip-flop, Clock Skews roughly 0.024 ns, Storage cell area approximately 6000 um^2, H-Tree Depth 4, Pre-Place Util a little under a third, number of OpenROAD warnings 91, crit start category input port, critical path's slowest cell or4_1, Max Clock Freq ~0.12 GHz, pre-CTS setup slack around 13 ns, CTS sink count between 150 and 200, Avg Inst Size Synth just over 9 um^2, Filler Cells Inserted between 9000 and 10000, pin count of the biggest net entering global routing around 50, CP Cell Sequence clkdlybuf4s50_1 -> a22oi_1 -> ha_1 -> inv_1 -> ha_1 -> and2_1 -> a21oi_1 -> a22oi_1 -> o311ai_1 -> o21ai_2 -> o211ai_1 -> a21oi_2 -> o22ai_1 -> or4_1 -> and3_1, DRT antenna net count 0, R2R cell count 23, # placed instances 4502, TritonCTS clock tree done, num rows about 110, Final WS setup around 14 ns, Max clock buf depth 2, Die X between 300 and 400 um, slew margin rel. ~44%, Post-synth EDFFs ~200, result of the run completed, Post CTS Setup Buffer Count 0, Final setup viols 0, worst-path maximum fanout 7, reg2reg start M6.Q[7], Placed Area roughly 32000 um^2, minimum clock period roughly 8.1 ns, Yosys reg bits slightly below 200, Worst-Margin Slew about 0.84 ns, CORE AREA 92100 um^2, first-pass iteration count of the detailed router 5, post-layout period usage between 30 and 40%, DRC errors left 0, hold path cells 1, clk latency late pin 0.52 ns, Final GP Congestion 0.959, CTS Hold Buffers Added 0, I/O Pins between 300 and 400, WS Path Type input port to flip-flop, Crit path largest cell delay just under 0.5 ns, drt total wl around 88000 um, worst hold path type flip-flop to flip-flop, Synth Seq Share 21.0%, die area 94600 um^2, Yosys Warn Count 10, IO Port Bufs roughly 330, Post-Syn Instances between 3000 and 4000, RSZ-0062 raised after global routing false, fin cells roughly 4500, clock slew seen by the registers of the worst setup and hold paths around 0.090 ns, number of global-route vias before repair 22851, clock buffer count from CTS 17, root buffer cell clkbuf_16, ys flop type edfxtp_1, Die Ht between 300 and 400 um, Min Hold Slack 0.579 ns, post-synthesis async set-or-reset flop share 0%
## cell usage in the layout, fill, tap and decap left out, types with 6 or more instances in the layout
cell               n
a211o_1            6
a211oi_1          32
a21o_1            65
a21oi_1          149
a22o_1            61
a22oi_1           27
a31o_2             6
a31oi_1           15
and2_1           140
and3_1            18
buf_4             54
clkbuf_16         17
clkdlybuf4s50_1  321
edfxtp_1         196
fa_1             261
ha_1             267
inv_1            443
mux2_2            83
mux2i_1           29
nand2_1          282
nand2b_1          24
nand3_1           28
nand4_1           23
nor2_1           175
nor2b_1          130
nor3_1            36
nor4_1             7
o211ai_1           9
o21a_1            19
o21ai_0           59
o21ai_1            9
o21bai_1          19
o22ai_1            6
o31ai_1            6
or3_1              7
xnor2_1           86
xor2_1            45
## stage by stage
stage               util, %  power, W
floorplan                 -   0.00346
global placement       35.0   0.00446
detailed placement     35.0   0.00446
CTS                    35.7   0.00484
global route           35.7   0.00537
finish                 35.7   0.00480
## per-layer routing
metal / vias to the layer above / global-route usage [%] / wire, um
li1: 10618 / - / -
met1: 10831 / 26.5 / 37100
met2: 603 / 31.6 / 41700
met3: 94 / 5.90 / 6640
met4: 4 / 4.87 / 2730
met5: - / 0.103 / 28
## worst max-delay path by stage
| stage | startpoint | end | slack (ns) |
|---|---|---|---|
| finish | PCIN[17] | M18.Q | 13.95 |
| CTS | PCIN[17] | M18.Q | 13.95 |
| global route | PCIN[17] | M18.Q | 13.56 |
## cell families after synthesis
group                      Yosys count  synth area share (%)
xor gates and xnor gates           131                  4.10
buffers and inverters              652                  9.45
DFF                                196                  21.0
adders and majority gates          528                  30.6
AOI/OAI and AO/OA                  560                  14.2
and+or+nand+nor                    906                  16.2
muxes                              113                  4.41
## cell usage after synthesis, types with 7 or more instances
library cell / count / area [um^2]
nand4_1: 23 / 144
nor2b_1: 132 / 826
o21ai_0: 59 / 295
o21bai_1: 19 / 143
nor2_1: 175 / 657
o211ai_1: 9 / 67.6
and2_1: 140 / 876
o21ai_1: 9 / 45.0
or3_1: 7 / 43.8
fa_1: 261 / 5230
xor2_1: 45 / 394
a21o_1: 65 / 488
nor3_1: 36 / 180
buf_4: 49 / 368
inv_1: 443 / 1660
a21oi_1: 149 / 746
and3_1: 18 / 113
xnor2_1: 86 / 753
a211oi_1: 32 / 240
nand2b_1: 24 / 150
nor4_1: 7 / 43.8
mux2_2: 83 / 935
clkbuf_1: 133 / 499
a31oi_1: 15 / 93.8
mux2i_1: 29 / 290
buf_1: 18 / 67.6
nand2_1: 282 / 1060
edfxtp_1: 196 / 5890
a22o_1: 61 / 534
nand3_1: 28 / 140
o21a_1: 19 / 143
a22oi_1: 27 / 203
ha_1: 267 / 3340
## layout make-up
| class | count | area share [%] |
|---|---|---|
| timing repair buffer | 380 | 11.1 |
| multi-input combinational | 2238 | 59.3 |
| tap | 1243 | 4.73 |
| sequential | 196 | 17.9 |
| inverter | 445 | 5.08 |
| clock buffer | 17 | 1.29 |
| clock inverter | 15 | 0.567 |
## state kept, by name, indices dropped and copies added, names as in the netlist
name and count:
M18.Q 1, M4.Q 48, M11.Q 1, M6.Q 18
M5.Q 8, M19.Q 48, M8.Q 36, M7.Q 18
M1.Q 18
## where the power goes
part	total (W)	switching [W]	internal [W]	leakage (nW)
registers	0.000653	0.0000885	0.000565	1.95
clock network	0.000340	0.000178	0.000162	0.294
logic	0.00381	0.00215	0.00166	12.3
total	0.00480	0.00241	0.00239	14.6
## worst max-delay path, delay by kind of cell
family                     cells  cell delay, ns
AOI/OAI and AO/OA              8            1.84
adders and majority gates      2            0.75
buffers and inverters          2            0.53
and+or+nand+nor                3            0.89
Power is estimated from default activity; no workload was simulated.
